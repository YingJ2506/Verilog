<file path="flow/config.mk">
export PLATFORM = sky130hd
export DESIGN_NAME = fifo_rtl_1
export DESIGN_NICKNAME = fifo_rtl_1
export VERILOG_FILES = /design/flow/design.v
export SDC_FILE = /design/flow/constraint.sdc
export NUM_CORES = 4
export LEC_CHECK = 1
export CORE_UTILIZATION = 50
</file>
<file path="flow/constraint.sdc">
current_design fifo_rtl_1

set clk_period 4.8
set clk_io_pct 0.2

create_clock -name clk0 -period $clk_period [get_ports {clk}]

set non_clock_inputs [all_inputs -no_clocks]
set_input_delay [expr $clk_period * $clk_io_pct] -clock clk0 $non_clock_inputs
set_output_delay [expr $clk_period * $clk_io_pct] -clock clk0 [all_outputs]
</file>
<file path="flow/design.v">
module fifo_rtl_1 (
  input clk,
  input rst,
  input wt_en,
  input rd_en,
  input [7:0]din,
  output reg[7:0]dout,
  output full,
  output empty
);
  reg [7:0]mem[15:0];    
  reg [3:0]wt_p, rd_p;   
  reg [4:0]ct;           
  assign full = (ct == 5'd16);   
  assign empty = (ct == 0);
  always @(posedge clk or posedge rst) begin
    if (rst) begin
      wt_p <= 0;
      rd_p <= 0;
      dout <= 0;
      ct <= 0;
    end
    else begin   
      if (wt_en && !full && rd_en && !empty) begin
        mem[wt_p] <= din;
        wt_p <= wt_p + 1;
        dout <= mem[rd_p];
        rd_p <= rd_p + 1;
      end
      else if (wt_en && !full) begin
        mem[wt_p] <= din;
        wt_p <= wt_p + 1;
        ct <= ct + 1;
      end
      else if (rd_en && !empty) begin
        dout <= mem[rd_p];
        rd_p <= rd_p + 1;
        ct <= ct - 1;
      end
    end
  end
endmodule
</file>
<file path="flow/run.sh">
#!/bin/bash
# OpenROAD 26Q1-2900-gdf79404cd8, Yosys 0.63+post, stock flow scripts
make -C /OpenROAD-flow-scripts/flow DESIGN_CONFIG=/design/flow/config.mk WORK_HOME=/design/flow/orfs finish
</file>
==> results.txt <==
run results: number of buffer and inverter instances along the worst setup path 2, crit-path most repeated cell sky130_fd_sc_hd__nor2_1, area post-placement 6360 um^2, Yosys top cell area share 64.4%, Worst Hold Endpoint dout[4], global-route wire length before repair 22,200 um, VDD IR-drop max 0.000325 V, clock slew at reported path FFs 0.06 ns, tool warnings 31, setup repair after global routing missed its margin false, number of distinct standard cells referenced by the synthesized netlist 48, crit path time final 3.02 ns, fill cell total of the finished layout 867, total track usage 27.2%, average size of a mapped cell 15.0 um^2, weighted congestion reported at the end of routability-driven placement 0.891, cell class contributing the biggest share of worst-path delay simple AND/OR/NAND/NOR gates, most instantiated logic cells after routing sky130_fd_sc_hd__edfxtp_1 (128), sky130_fd_sc_hd__nand2_1 (27), sky130_fd_sc_hd__a21oi_1 (22), sky130_fd_sc_hd__nor2_1 (22), Setup TNS Final 0 ns, 1st-pass router iterations 21, crit-path cells clkdlybuf4s50_1 > a21boi_2 > inv_1 > nor2_1 > nand2_1 > nor2_1, sequential-to-total area share from yosys stat 73.2%, critical path fanouts, max 8, Logic area 1470 um^2, Final setup viols 0, standard cell with the maximum stage delay on the critical path sky130_fd_sc_hd__nor2_1, detailed router's first-iteration violation count 292, via count normalized by instance count 6.17, standard-cell row count 39, number of cells on the worst reg-to-reg path 8, total clock buffers created by CTS 17, critical register-to-register path endpoint dout[6], ys cells 399, predominant post-synthesis flop cell sky130_fd_sc_hd__edfxtp_1, buffers added on ports 21, Final Max Tran Viols 0, detailed placer's ending HPWL 8970 um, horizontal die dimension 111 um, Hold Violations, Final 0, Late-Pin Clk Latency 0.42 ns, Hold Crit Class reg -> reg, initial core utilization 51.8%, post-layout period usage 62.9%, total of flip-flops plus latches after synthesis 149, post-synthesis to final-layout area growth 17.2%, root buf cell sky130_fd_sc_hd__clkbuf_16, largest incremental delay on the critical path 0.56 ns, Antenna Violating Nets Remaining 0, run status finished, final reports clean, power per cell area 622 nW/um^2, post-route cell area 7000 um^2, data required time at the worst endpoint 4.85 ns, Total Wirelength 14,300 um, Antenna diodes 0, post-synth tally of flip-flops with integrated enable 128, post-synthesis instance total 399, area of the core region 11,500 um^2, highest clock frequency the design can meet 331 MHz, most frequent logic cell in the layout sky130_fd_sc_hd__edfxtp_1, I/O pin total 22, global route total overflow 0, via count of the first global-routing pass 3,901, type of destination of the critical path flop, post-synth top area cell sky130_fd_sc_hd__edfxtp_1, wire length per cell 24.4 um, synthesis warning total 2, CTS Buffer Depth 2, register area 4370 um^2, transition at the pin with the smallest max-transition slack 0.862 ns, Mapped Area 5970 um^2, critical register-to-register path startpoint rd_p[0], cells taking the most area after synthesis sky130_fd_sc_hd__edfxtp_1 (64%), sky130_fd_sc_hd__dfrtp_1 (8.8%), sky130_fd_sc_hd__ha_1 (2.3%), sky130_fd_sc_hd__a21oi_1 (1.8%), sky130_fd_sc_hd__nand2_1 (1.7%), CTS tree done, via count 3,607, Sink Count 149, setup repair bufs after CTS 0, arrival time of data at the critical path endpoint 3.07 ns, largest clock skew in the final design 0.00583 ns, max-cap viol count 0, number of levels in the clock H-tree 4, setup slack of the worst register-to-register path 2.16 ns, DRC violations left 0, worst hold path startpoint dout[4], number of instances resized during post-cts repair 0, LEAKAGE 2.38 nW, number of hold buffers added after cts 0, share of async-settable or async-resettable flops after synthesis 14.1%, Die H 111 um, kind of start point of the critical path primary input, overall chip area 12,400 um^2, synthesis area per yosys 5970 um^2, number of antenna violations at the first check in global routing 0, largest net degree at the start of global routing 38, Worst Setup Path Type in -> reg, fraction of final layout cells with drive strength greater than 1 11.3%, cell depth of the worst min-delay path 2, worst slew margin relative to its limit 42.4%
[cell type report]
class	instances	area share, %
Sequential cell	149	62.5
Multi-Input combinational cell	219	21.1
Clock buffer	19	6.19
Timing Repair Buffer	33	4.29
Clock inverter	13	2.95
Tap cell	143	2.56
Inverter	9	0.483
[synthesized netlist by cell type (2+ instances only)]
master,n
sky130_fd_sc_hd__o21ai_0,16
sky130_fd_sc_hd__nor2b_1,2
sky130_fd_sc_hd__nor3_1,5
sky130_fd_sc_hd__a22oi_1,9
sky130_fd_sc_hd__mux2_2,5
sky130_fd_sc_hd__mux2i_1,7
sky130_fd_sc_hd__edfxtp_1,128
sky130_fd_sc_hd__nand2_1,27
sky130_fd_sc_hd__nor2_1,22
sky130_fd_sc_hd__ha_1,11
sky130_fd_sc_hd__or3_1,6
sky130_fd_sc_hd__a311oi_1,2
sky130_fd_sc_hd__xnor2_1,10
sky130_fd_sc_hd__a222oi_1,8
sky130_fd_sc_hd__dfrtp_1,21
sky130_fd_sc_hd__nand4_1,2
sky130_fd_sc_hd__buf_2,2
sky130_fd_sc_hd__nand3_1,7
sky130_fd_sc_hd__a211oi_1,4
sky130_fd_sc_hd__a21o_1,3
sky130_fd_sc_hd__nand2b_1,2
sky130_fd_sc_hd__o21ai_1,6
sky130_fd_sc_hd__buf_1,3
sky130_fd_sc_hd__a22o_1,5
sky130_fd_sc_hd__inv_1,8
sky130_fd_sc_hd__a21oi_1,22
sky130_fd_sc_hd__a221oi_1,9
sky130_fd_sc_hd__clkbuf_1,16
sky130_fd_sc_hd__a32oi_1,7
sky130_fd_sc_hd__o22ai_1,6
[power by group]
part	leakage [nW]	total (mW)	switching, mW	internal, mW
registers	1.40	1.67	0.114	1.56
logic	0.673	1.26	0.783	0.479
clock network	0.307	1.42	0.497	0.920
total	2.38	4.35	1.39	2.96
[registers in the layout (all words and copies together), names as in the netlist]
register	count
wt_p	4
dout	8
mem	128
rd_p	4
ct	5
[cell families after synthesis]
group	after synthesis	synth area share [%]
flops	149	73.2
compound gates	106	12.3
simple gates	78	5.97
buf+inv	31	2.12
mux	12	2.12
fa+ha+maj	12	2.64
xor+xnor	11	1.61
[stage by stage]
step	util (%)	power, mW	setup slack [ns]	hold slack, ns	instances
after floorplan	-	2.49	2.07	0.426	399
after global placement	55.2	2.94	1.40	0.511	553
after detailed placement	55.2	2.94	1.35	0.515	553
after CTS	60.7	4.36	1.77	0.528	585
after global routing	60.7	4.57	1.57	0.568	585
final	60.7	4.35	1.78	0.520	585
[tightest hold or removal path: cells and delay by family (launching register included)]
family	cells	cell delay, ns
flip-flops	1	0.37
AND/OR/NAND/NOR	1	0.05
AND-OR/OR-AND	1	0.06
[metal layers]
layer | track usage (%) | vias up | share of wire [%]
li1 | - | 1625 | -
met1 | 39.1 | 1739 | 37
met2 | 37.9 | 217 | 46
met3 | 17.2 | 26 | 14
met4 | 6.85 | 0 | 2.4
met5 | 0 | - | 0
[worst max-delay path by stage]
stage / startpoint / endpoint / cells past startpoint
after global routing: wt_en / mem[14][2] / 6
final: wt_en / mem[10][0] / 6
after CTS: ct[0] / empty / 3
Power and IR drop assume default switching activity.
